==> design.v <==
module ALU1(
  input wire [31:0]A, 
  input wire [31:0]B,
  input wire [3:0]Data_sel,
  output reg [31:0]res
);
  	always @(*) begin
    case (Data_sel)
      4'b0000:  res=A+B;                     
      4'b0001:  res=$signed(A)- $signed(B);  
      4'b0010:  res=A&B;                     
      4'b0011:  res=A|B;                     
      4'b0100:  res=A^B;                     
      4'b0101:  res=A<<B[4:0];               
      4'b0110:  res=A>>B[4:0];               
      4'b0111:  res=(A<B)?1:0;               
      4'b1000:  res=$unsigned(A<B)?1:0;      
      4'b1001:  res=A>>B[4:0];               
      4'b1111:  res=A;                       
      default:  res=A+B;
    endcase
  end
endmodule
module control_unit (
  input wire [6:0]opcode,
  input wire [2:0]fun3,
  input wire func7,
  output reg [3:0]ALU_C,
  output reg [1:0]N_PC,
  output reg [1:0]IMM_sel,
  output reg [1:0]OP_A,
  output reg OP_B,
  output reg Mem2Reg,
  output reg store,
  output reg branch,
  output reg reg_write
); 
  always @(*) begin
    case (opcode)
      7'b0110011: begin
        reg_write=1'b1;
        branch=1'b0;
        store=1'b0;
        Mem2Reg=1'b1;
        OP_A=2'b00;
        OP_B=1'b0;
        IMM_sel=2'b11;
        N_PC=2'b00;
        case (fun3) 
          3'b000:begin 
            ALU_C=(!func7)?4'b0000:4'b0001;
          end
          3'b001: begin                
            ALU_C=(!func7)?4'b0101:4'b0000;
          end
          3'b010:begin               
            ALU_C=(!func7)?4'b0111:4'b0000;
          end
          3'b011: begin              
            ALU_C=(!func7)?4'b1000:4'b0000;
          end
          3'b100:begin                  
            ALU_C=(!func7)?4'b0100:4'b0000;
          end
          3'b101: begin       
            ALU_C=(!func7)?4'b0110:4'b1001;
          end
          3'b110:begin                     
            ALU_C=(!func7)?4'b0011:4'b0000;
          end
          3'b111: begin                    
            ALU_C=(!func7)?4'b0010:4'b0000;
          end
          default: begin
            ALU_C=4'b0000;
          end
        endcase
      end
      7'b1100111: begin
        reg_write=1'b1;
        branch=1'b0;
        store=1'b0;
        Mem2Reg=1'b1;
        OP_A=2'b10;
        OP_B=1'b1;
        IMM_sel=2'b00;
        N_PC=2'b11;
        ALU_C=4'b1111;
      end
      7'b0010011: begin
        reg_write=1'b1;
        branch=1'b0;
        store=1'b0;
        Mem2Reg=1'b1;
        OP_A=2'b00;
        OP_B=1'b1;
        IMM_sel=2'b00;
        N_PC=2'b00;
        case (fun3) 
          3'b000: ALU_C=4'b0000; 
          3'b001: ALU_C=4'b0101; 
          3'b010: ALU_C=4'b0111; 
          3'b011: ALU_C=4'b1000; 
          3'b100: ALU_C=4'b0100; 
          3'b101: ALU_C=(!func7)?4'b0110:4'b1001; 
          3'b110: ALU_C=4'b0011; 
          3'b111: ALU_C=4'b0010; 
          default: ALU_C=4'b0000;
        endcase
      end
      7'b0000011: begin
        reg_write=1'b1;
        branch=1'b0;
        store=1'b0;
        Mem2Reg=1'b0;
        OP_A=2'b00;
        OP_B=1'b1;
        IMM_sel=2'b00;
        N_PC=2'b00;
        ALU_C=4'b0000;
      end
      7'b0100011: begin
        reg_write=1'b0;
        branch=1'b0;
        store=1'b1;
        Mem2Reg=1'b1;
        OP_A=2'b00;
        OP_B=1'b1;
        IMM_sel=2'b01;
        N_PC=2'b00;
        ALU_C=4'b0000;
      end
      7'b1100011: begin
        reg_write=1'b0;
        branch=1'b1;
        store=1'b0;
        Mem2Reg=1'b1;
        OP_A=2'b00;
        OP_B=1'b0;
        IMM_sel=2'b11;
        N_PC=2'b10;
        ALU_C=4'b0000;
      end
      7'b0110111: begin
        reg_write=1'b1;
        branch=1'b0;
        store=1'b0;
        Mem2Reg=1'b1;
        OP_A=2'b00;
        OP_B=1'b1;
        IMM_sel=2'b10;
        N_PC=2'b00;
        ALU_C=4'b0000;
      end
      7'b0010111: begin 
        reg_write=1'b1;
        branch=1'b0;
        store=1'b0;
        Mem2Reg=1'b1;
        OP_A=2'b01;
        OP_B=1'b1;
        IMM_sel=2'b10;
        N_PC=2'b00;
        ALU_C=4'b0000;
      end
      7'b1101111: begin
        reg_write=1'b1;
        branch=1'b0;
        store=1'b0;
        Mem2Reg=1'b1;
        OP_A=2'b10;
        OP_B=1'b0;
        IMM_sel=2'b11;
        N_PC=2'b01;
        ALU_C=4'b1111;
      end
      default: begin
        reg_write=1'b1;
        branch=1'b0;
        store=1'b0;
        Mem2Reg=1'b1;
        OP_A=2'b00;
        OP_B=1'b0;
        IMM_sel=2'b11;
        N_PC=2'b00;
        ALU_C=4'b0000;
      end
    endcase
  end
endmodule
module memory#(parameter width=32, parameter addwidth=12)
  (
    input wire [addwidth-1 : 0] address,
    input wire clk,
    input wire [31:0] data_in,
    input wire str,
    input wire [1:0] byte_masking,
    output reg [31:0] data_out
  );
  parameter depth=2**addwidth;
  reg [width-1:0]mem[0:depth-1];
  assign data_out=mem[address];
  always @(posedge clk) begin 
    if (str) begin
      mem[address]<=data_in;
      case(byte_masking)
        2'b00:mem[address][7:0]<=data_in[7:0];
        2'b01:mem[address][15:8]<=data_in[15:8];
        2'b10:mem[address][23:16]<=data_in[23:16];
        2'b11:mem[address][31:24]<=data_in[31:24];
        default:mem[address]<=data_in;
      endcase
  	end
  end
endmodule
module Branch(
  input wire [31:0]A, 
  input wire [31:0]B,
  input wire [2:0]fun3,
  input wire en,
  output reg res
);
	always @(*) begin
    if (en) begin
      case (fun3)
  	    3'b000: begin 
  	      if(A==B)
            res=1;
          else res=0;
  	    end
  	    3'b001: begin 
          if (A!=B)
             res=1;
          else res=0;
  	    end
  	    3'b100:begin 
          if (A<B)
             res=1;
          else res=0;
  	    end
  	    3'b101: begin 
          if (A>=B)
             res=1;
          else res=0;
  	    end
  	    3'b110: begin 
          if (($unsigned (A)) < ($unsigned (B)))
             res=1;
          else res=0;
  	    end
  	    3'b111: begin  
          if (($unsigned (A)) >= ($unsigned (B)))
             res=1;
          else res=0;
  	    end
  	    default: res=0;
  	  endcase
  	end
    else  res=0;
  end
endmodule  
module reg_file#(
parameter DataWidth=32,
parameter Registers=32,
parameter AddrRegWidth=5
)
(
  input wire [AddrRegWidth-1:0]rs1,
  input wire [AddrRegWidth-1:0]rs2,
  input wire [AddrRegWidth-1:0]rd,
  input wire wen,
  input wire [DataWidth-1:0]wdata,
  input wire clk,
  input wire rst,
  output wire [DataWidth-1:0]rdata1,
  output wire [DataWidth-1:0]rdata2
);
  reg [DataWidth-1:0]r[0:Registers-1];
  integer i;
initial begin
  for (i=0;i<(Registers);i=i+1)begin
    r[i]=0;
  end
  r[2]=32'h00000200;
end
  always @(posedge clk)begin
    if (rst) begin
        for (i=0;i<(Registers);i=i+1)
            r[i]<=0;
        end
    else if (!rst && wen)begin
            if (rd==5'd0)
                r[0]<=32'h00000000;
            else
                r[rd]<=wdata;       
        end
  end
  assign rdata1=r[rs1];
  assign rdata2=r[rs2];
endmodule
module Immediate(
  input wire [31:7]inst,
  input wire [31:0]PC,
  output reg [31:0]I,
  output reg [31:0]S,
  output reg [31:0]Sb,
  output reg [31:0]Uj,
  output reg [31:0]U
);
  	always @(*) begin
    I[11:0]=inst[31:20];
    if(inst[31]==1'b1)
      I[31:12]=20'b11111111111111111111;
    else
      I[31:12]=20'b0; 
    S[4:0]=inst[11:7];
    S[11:5]=inst[31:25];
    if(inst[31]==1'b1)
      S[31:12]=20'b11111111111111111111;
    else begin
      S[31:12]=20'b0;
    end
    Sb[11]=inst[7];
    Sb[4:1]=inst[11:8];
    Sb[10:5]=inst[30:25];
    Sb[12]=inst[31];
    Sb[0]=1'b0;
    if(inst[31]==1'b1)
      Sb[31:12]=20'b11111111111111111111;
    else
      Sb[31:12]=20'b00000000000000000000;
    Sb=Sb+PC;
    Uj[19:12]=inst[19:12];
    Uj[11]=inst[20];
    Uj[10:1]=inst[30:21];
    Uj[20]=inst[31];
    Uj[0]=1'b0;
    if(inst[31]==1'b1)
      Uj[31:21]=11'b11111111111;
    else
      Uj[31:21]=11'b00000000000;
    Uj=Uj+PC;
    U[19:0]=inst[31:12];
    if(inst[31]==1'b1)
      U[31:20]=12'b111111111111;
    else
      U[31:20]=12'b000000000000;
      U[31:0]=U[31:0]<<12;
  end
endmodule
module inst_mem#(parameter width=32, parameter addwidth=12)
  (
    input wire [addwidth-1 : 0] address,
    input wire clk,
    input wire [31:0] data_in,
    input wire str,
    input wire [1:0] byte_masking,
    output reg [31:0] data_out
  );
  parameter depth=2**addwidth;
  reg [width-1:0]mem[0:depth-1];
  always @(posedge clk) begin 
    if (str) begin
      case(byte_masking)
        2'b00:mem[0][7:0]<=data_in[7:0];
        2'b01:mem[0][15:8]<=data_in[15:8];
        2'b10:mem[0][23:16]<=data_in[23:16];
        2'b11:mem[0][31:24]<=data_in[31:24];
      endcase
  	end
  end
  initial begin
    $readmemh("/home/merllab/tangNanoCore/TEST/assembly/fabonacci.mem",mem);
  end
  assign data_out=mem[address];
endmodule
module single_cycle(
  input wire clk,
  input wire reset,
  output reg [31:0]data
);
  wire [31:0]inst;
  wire [31:0]A;
  wire [31:0]B;
  wire [31:0]Result;
  reg [31:0]PC=32'b0;
  wire [31:0]I_type;
  wire [31:0]S_type;
  wire [31:0]Sb_type;
  wire [31:0]U_type;
  wire [31:0]Uj_type;
  wire [31:0]JALR;
  wire br;
  wire mem2reg;
  wire [3:0]ALU_C;
  reg [31:0]branch_PC;
  wire reg_write;
  wire branch_en;
  reg [1:0]PC_sel;
  wire [1:0]imm_sel;
  wire [1:0]A_sel;
  wire [31:0]a1;
  wire B_sel;
  wire [31:0]b1;
  wire [31:0]b2;
  wire [31:0]data_out;
  wire str;
  memory data_mem(
    .address(Result[13:2]),
    .clk(clk),
    .data_in(b1),
    .str(str),
    .byte_masking(Result[31:30]),
    .data_out(data_out)
  );
  inst_mem instructions(
    .data_out(inst),
    .clk(clk),
    .data_in(b1),
    .str(str),
    .byte_masking(Result[31:30]),
    .address(PC[13:2])
  );
  reg_file cache(
    .rs1(inst[19:15]),
    .rs2(inst[24:20]),
    .rd(inst[11:7]),
    .wen(reg_write),
    .wdata(data),
    .clk(clk),
    .rst(reset),
    .rdata1(a1),
    .rdata2(b1)
  );
  Immediate Imm_gen(
    .inst(inst[31:7]),
    .PC(PC),
    .I(I_type),
    .S(S_type),
    .Sb(Sb_type),
    .Uj(Uj_type),
    .U(U_type)
  );
  ALU1 alu(
    .A(A),
    .B(B),
    .Data_sel(ALU_C),
    .res(Result)
  );
  Branch branch(
    .A(a1),
    .B(b1),
    .fun3(inst[14:12]),
    .en(branch_en),
    .res(br)
  );
  control_unit CU(
    .opcode(inst[6:0]),
    .fun3(inst[14:12]),
    .func7(inst[30]),
    .ALU_C(ALU_C),
    .N_PC(PC_sel),
    .IMM_sel(imm_sel),
    .OP_A(A_sel),
    .OP_B(B_sel),
    .Mem2Reg(mem2reg),
    .store(str),
    .branch(branch_en),
    .reg_write(reg_write)
  );
  always @(posedge clk ) begin
    if (reset==0) begin
      PC <= (PC_sel == 2'b00) ? PC+4 :
          ((PC_sel == 2'b01) ? Uj_type :
          ((PC_sel == 2'b10) ? branch_PC :
          ((PC_sel == 2'b11) ? JALR : PC+4)));
    end
  end
  assign b2 = (imm_sel==2'b00) ? I_type:
              (imm_sel==2'b01) ? S_type:
              (imm_sel==2'b10) ? U_type:I_type;
  assign B = (B_sel==1'b0) ? b1 : b2;
  assign A = (A_sel==2'b00)? a1 :
             (A_sel==2'b01)? PC :
             (A_sel==2'b10)? PC+4 : 32'b0;
  assign JALR=a1+I_type;
  assign branch_PC = (br==1'b0)?PC+4:Sb_type;
  assign data = (mem2reg==1'b0)?data_out:Result; 
endmodule
`default_nettype none
module uart
#(
    parameter DELAY_FRAMES = 234  
)
(
    input wire clk,
    input wire uart_rx,
    output reg uart_tx,
    output reg [5:0] led,
    input send
);
localparam HALF_DELAY_WAIT = (DELAY_FRAMES / 2);
reg [3:0] rxState = 0;
reg [12:0] rxCounter = 0;
reg [7:0] dataIn = 0;
reg [2:0] rxBitNumber = 0;
reg byteReady = 0;
localparam RX_STATE_IDLE = 0;
localparam RX_STATE_START_BIT = 1;
localparam RX_STATE_READ_WAIT = 2;
localparam RX_STATE_READ = 3;
localparam RX_STATE_STOP_BIT = 5;
always @(posedge clk) begin
    case (rxState)
        RX_STATE_IDLE: begin
            if (uart_rx == 0) begin
                rxState <= RX_STATE_START_BIT;
                rxCounter <= 1;
                rxBitNumber <= 0;
                byteReady <= 0;
            end
        end 
        RX_STATE_START_BIT: begin
            if (rxCounter == HALF_DELAY_WAIT) begin
                rxState <= RX_STATE_READ_WAIT;
                rxCounter <= 1;
            end else 
                rxCounter <= rxCounter + 1;
        end
        RX_STATE_READ_WAIT: begin
            rxCounter <= rxCounter + 1;
            if ((rxCounter + 1) == DELAY_FRAMES) begin
                rxState <= RX_STATE_READ;
            end
        end
        RX_STATE_READ: begin
            rxCounter <= 1;
            dataIn <= {uart_rx, dataIn[7:1]};
            rxBitNumber <= rxBitNumber + 1;
            if (rxBitNumber == 3'b111)
                rxState <= RX_STATE_STOP_BIT;
            else
                rxState <= RX_STATE_READ_WAIT;
        end
        RX_STATE_STOP_BIT: begin
            rxCounter <= rxCounter + 1;
            if ((rxCounter + 1) == DELAY_FRAMES) begin
                rxState <= RX_STATE_IDLE;
                rxCounter <= 0;
                byteReady <= 1;
            end
        end
    endcase
end
always @(posedge clk) begin
    if (byteReady) begin
        led <= ~dataIn[5:0];
    end
end
reg [3:0] txState = 0;
reg [24:0] txCounter = 0;
reg [7:0] dataOut = 0;
reg txPinlogicister = 1;
reg [2:0] txBitNumber = 0;
reg [3:0] txByteCounter = 0;
assign uart_tx = txPinlogicister;
localparam MEMORY_LENGTH = 12;
reg [7:0] testMemory [MEMORY_LENGTH-1:0];
initial begin
    testMemory[0] = "L";
    testMemory[1] = "u";
    testMemory[2] = "s";
    testMemory[3] = "h";
    testMemory[4] = "a";
    testMemory[5] = "y";
    testMemory[6] = " ";
    testMemory[7] = "L";
    testMemory[8] = "a";
    testMemory[9] = "b";
    testMemory[10] = "s";
    testMemory[11] = " ";
end
localparam TX_STATE_IDLE = 0;
localparam TX_STATE_START_BIT = 1;
localparam TX_STATE_WRITE = 2;
localparam TX_STATE_STOP_BIT = 3;
localparam TX_STATE_DEBOUNCE = 4;
always @(posedge clk) begin
    case (txState)
        TX_STATE_IDLE: begin
            if (send == 0) begin
                txState <= TX_STATE_START_BIT;
                txCounter <= 0;
                txByteCounter <= 0;
            end
            else begin
                txPinlogicister <= 1;
            end
        end 
        TX_STATE_START_BIT: begin
            txPinlogicister <= 0;
            if ((txCounter + 1) == DELAY_FRAMES) begin
                txState <= TX_STATE_WRITE;
                dataOut <= testMemory[txByteCounter];
                txBitNumber <= 0;
                txCounter <= 0;
            end else 
                txCounter <= txCounter + 1;
        end
        TX_STATE_WRITE: begin
            txPinlogicister <= dataOut[txBitNumber];
            if ((txCounter + 1) == DELAY_FRAMES) begin
                if (txBitNumber == 3'b111) begin
                    txState <= TX_STATE_STOP_BIT;
                end else begin
                    txState <= TX_STATE_WRITE;
                    txBitNumber <= txBitNumber + 1;
                end
                txCounter <= 0;
            end else 
                txCounter <= txCounter + 1;
        end
        TX_STATE_STOP_BIT: begin
            txPinlogicister <= 1;
            if ((txCounter + 1) == DELAY_FRAMES) begin
                if (txByteCounter == MEMORY_LENGTH - 1) begin
                    txState <= TX_STATE_DEBOUNCE;
                end else begin
                    txByteCounter <= txByteCounter + 1;
                    txState <= TX_STATE_START_BIT;
                end
                txCounter <= 0;
            end else 
                txCounter <= txCounter + 1;
        end
        TX_STATE_DEBOUNCE: begin
            if (txCounter == 25'b111111111111111111) begin
                if (send == 1) 
                    txState <= TX_STATE_IDLE;
            end else
                txCounter <= txCounter + 1;
        end
    endcase      
end
endmodule
module top(
    input wire clk,
    input wire reset,
    input wire send,
    input rx,
    output reg [5:0]led,
    output reg tx
);
wire [31:0]rdata;
single_cycle core(
    .clk(clk),
    .reset(reset),
    .data(rdata)
);
uart uart(
    .clk(clk),
    .uart_rx(rx),
    .uart_tx(tx),
    .led(led),
    .send(send)
);
endmodule
==> run.sh <==
#!/bin/bash
# OpenROAD 26Q1-2900-gdf79404cd8, Yosys 0.63+post, stock flow scripts
make -C /OpenROAD-flow-scripts/flow DESIGN_CONFIG=/design/flow/config.mk WORK_HOME=/design/flow/orfs finish
==> config.mk <==
export PLATFORM = sky130hd
export DESIGN_NAME = top
export DESIGN_NICKNAME = top
export VERILOG_FILES = /design/flow/design.v
export SDC_FILE = /design/flow/constraint.sdc
export NUM_CORES = 4
export LEC_CHECK = 1
export CORE_UTILIZATION = 50
export SYNTH_HDL_FRONTEND = slang
==> constraint.sdc <==
current_design top

set clk_period 5.8
set clk_io_pct 0.2

create_clock -name clk0 -period $clk_period [get_ports {clk}]

set non_clock_inputs [all_inputs -no_clocks]
set_input_delay [expr $clk_period * $clk_io_pct] -clock clk0 $non_clock_inputs
set_output_delay [expr $clk_period * $clk_io_pct] -clock clk0 [all_outputs]
==> design notes <==
The run finished with clean final reports. The run gives 11 for the I/O pin count. The endpoint of the worst-slack reg-to-reg timing path is uart.txByteCounter[1]. At the pin with the least slew margin, the transition time is 800.0 ps. The share of cells above drive strength 1 was 9.513%. After technology mapping, the gate count stands at 417. The biggest cell delay along the critical path is 660 ps. For the violation tally from detailed-route iteration zero, the log shows 188. Dividing the final minimum period by the clock period gives 62.22%. The longest clock path from root to sink contains 2 buffers.

The most common logic cell in the final layout is sky130_fd_sc_hd__edfxtp_1. The OpenROAD report gives the critical path a data arrival time of 3590 ps. The count of unresolved DRC violations after routing is 0. TritonCTS built the clock tree. The tools report the post-placement setup slack as 2148 ps. Setup repair after global routing left no endpoint under its margin. Clock-pin slew on the worst setup and hold paths: 90 ps. The final report gives the core utilization as 56.50%. The biggest area contributor in the post-synthesis netlist is sky130_fd_sc_hd__edfxtp_1. Per the detailed placement report, the placed cell area equals 4673 um^2.

The logs give 0 for the number of max-cap violations and 81 for the clock sink count. The proportion of netlist area held by the largest area contributor was 47.72%; the number of input and output port buffers inserted was 9. The tools report the total die size as 9318 um^2. Of all flip-flops after synthesis, the portion carrying an async set or reset was 0%. The top cell types in the final layout, fill and taps aside, are 71 x sky130_fd_sc_hd__edfxtp_1, 58 x sky130_fd_sc_hd__nor2_1, 29 x sky130_fd_sc_hd__nand2_1.

The endpoint required time on the critical path is 5780 ps. The STA report counts the stages on the worst setup path as 8. Summing the sequential cell areas from Yosys gives 52.20% of the chip area.

The completed layout was analyzed and its total power is 1.646 mW. The first detailed-routing pass took 4 iterations. Entering global routing, the biggest net connects 27 pins. After synthesis, the mean cell area works out to 10.71 um^2. For this run, the top clock speed supported by timing is 0.2771 GHz.

Number of buffers and inverters on the critical path: 0. The power density over cell area was 335.6 nW/um^2; the final HPWL from detailed placement was 5050 um. The startpoint class of the critical path is a flip-flop.

Per report_power, the combinational group accounts for 16.6% of the total. The worst hold path class was reg2reg. The critical path is of the reg2reg type.

The script computed the net switching share of total power as 30.58%. The stat command in Yosys gives a chip area of 4468 um^2. The tools report the max-slew violation total from the final report as 0. Checking max transition, the worst relative margin is 46.18%. The via count of the first global-routing pass is 2688, and the peak fanout along the critical path is 7. Across the VDD grid, the largest voltage drop is 0.2178 mV. Excluding fillers, the count of instances in the completed layout stands at 539. The critical path in the final layout is reported with a setup slack of 2191 ps. CTS placed an instance of sky130_fd_sc_hd__clkbuf_8 at the clock tree root.

After synthesis, the netlist uses 61 different library cells. The flip-flop and latch count after synthesis was 81; the number of buffers inserted by post-CTS setup repair was 0. In the final layout, the fill cell count is 713. STA reports a reg2reg setup slack of 2190 ps. The global routing report lists combined usage of all routing layers as 17.86%.

The launch point of the critical path was reported as uart.txCounter[0]. For reference, the critical path cell chain is ha_1 -> nand2_1 -> nor4_1 -> nand3_1 -> xnor2_1 -> nor4_1 -> a31oi_1 -> a211oi_1. The final antenna-violating net count is 0. With the cell count listed in synth_stat.txt at 417, the post-placement cell count is 523. Most common cell type on the critical path: sky130_fd_sc_hd__nor4_1. The netlist area before placement came out at 4468 um^2.

From bottom edge to top edge, the die measures 96.53 um. The H-tree was split into 3 levels. The count of tool warnings is 34.

The detailed router placed 2971 vias in this run. Of the total power, the clock network draws 28.6%. The first global-routing pass estimated 12320 um of wire. The internal power contribution was 1.142 mW; the chip width was 96.53 um. The run gives 71 for the number of flops mapped to enable cells by yosys.

The script logs the ratio of routed vias to standard cells as 5.512. Wires add up to 7271 um. The clock period could shrink to 3609 ps. The logs give 54.8% for the fraction of power consumed by sequential logic and 51.49% for the core utilization before placement.

The growth of design area from synthesis to finish was 9.745%. After routing, the total negative slack on setup checks comes to 0 ps. The run gives 9 for the number of clock buffers inserted by TritonCTS.

At the later pin of the worst-skew pair, clock insertion delay measures 350 ps. Among all flip-flop cells after synthesis, the most frequent one is sky130_fd_sc_hd__edfxtp_1. The global route stage reports its total congestion overflow as 0. RePlAce ended its routability-driven mode at a weighted congestion of 0.9121.

After synthesis, the cell types taking the most area are sky130_fd_sc_hd__edfxtp_1 48%, sky130_fd_sc_hd__nor2_1 4.9%, sky130_fd_sc_hd__dfxtp_1 4.5%, sky130_fd_sc_hd__ha_1 4.2%, sky130_fd_sc_hd__xnor2_1 3.9%. After detailed routing, the average wire length per cell comes to 13.49 um. STA classifies the critical path endpoint as a flip-flop. The final report gives the standard cell area, fillers excluded, as 4903 um^2. Endpoints failing hold in the final report were tallied at 0. Buffers inserted to repair hold after CTS numbered 0. The final clock skew is 8.959 ps. The leakage power in the latest report is 1.798 nW.

The tools report the cell resize tally after clock tree synthesis as 0. The logs give 429.5 ps for the final hold slack and 34 for the row count. The critical path ends at uart.txByteCounter[1].

The core region is 8678 um^2. For this design, the slowest cell found on the critical path is sky130_fd_sc_hd__nor4_1. The category of cells accounting for the largest share of critical-path delay was simple AND/OR/NAND/NOR gates. The number of warnings issued by yosys was 0; the number of diodes added for antenna fixing was 0. The worst register-to-register path has a depth of 8.

The launch point of the worst register-to-register path is recorded as uart.txCounter[0]. The analysis attributes to net switching a power of 0.5033 mW. The tools report the number of antenna violations at the first check in global routing as 0. For this run, the final setup violation count is recorded as 0.
-- cells by family after synthesis --
kind of cell / Yosys count / share of synthesized area, %
flip-flops: 81 / 52.20
AND-OR/OR-AND: 48 / 7.113
multiplexers: 9 / 2.436
adder cells (fa/ha/maj): 15 / 4.201
buffers and inverters: 34 / 3.248
XOR/XNOR: 39 / 7.645
AND/OR/NAND/NOR: 191 / 23.16
-- metal layers --
layer  up-vias  global-route usage, %  wire length [um]
li1       1525                      -                 -
met1      1389                  29.64              3562
met2        47                  26.35              3312
met3        10                  3.739               270
met4         0                  3.186               125
met5         -                      0                 0
-- power by group through the flow --
stage | logic [mW] | registers (mW) | clock network (mW)
6_report | 0.273 | 0.902 | 0.470
5_1_grt | 0.313 | 0.924 | 0.511
4_1_cts | 0.276 | 0.901 | 0.482
-- state kept, by name, summed over array words and instances, names as in the netlist --
name,count
uart.byteReady,1
uart.dataIn,8
uart.dataOut,7
uart.led,6
uart.rxBitNumber,3
uart.rxCounter,13
uart.rxState,5
uart.txBitNumber,3
uart.txByteCounter,4
uart.txCounter,25
uart.txState,5
uart.uart_tx,1
-- how the worst min path moves through the flow --
stage,slack [ps],startpoint,cells past startpoint,end
after CTS,430,uart.dataIn[6],0,uart.dataIn[5]
after global routing,440,uart.dataIn[6],0,uart.dataIn[5]
final,430,uart.dataIn[6],0,uart.dataIn[5]
-- cell usage after synthesis, types with 6 or more instances --
cell type and number:
sky130_fd_sc_hd__mux2i_1 6, sky130_fd_sc_hd__a21oi_1 14, sky130_fd_sc_hd__nand3_1 24, sky130_fd_sc_hd__nor4_1 10
sky130_fd_sc_hd__o21ai_0 11, sky130_fd_sc_hd__nor2_1 58, sky130_fd_sc_hd__inv_1 19, sky130_fd_sc_hd__dfxtp_1 10
sky130_fd_sc_hd__clkbuf_1 8, sky130_fd_sc_hd__edfxtp_1 71, sky130_fd_sc_hd__and2_1 10, sky130_fd_sc_hd__xor2_1 19
sky130_fd_sc_hd__nor3_1 17, sky130_fd_sc_hd__nand2_1 29, sky130_fd_sc_hd__ha_1 15, sky130_fd_sc_hd__xnor2_1 20
-- final cells by class --
class / count / area, um^2 / share of cell area (%)
timing repair buffer: 13 / 120.1 / 2.450
sequential: 81 / 2332 / 47.56
inverter: 19 / 71.32 / 1.454
tap: 108 / 135.1 / 2.756
multi-input combinational: 302 / 2014 / 41.08
clock inverter: 7 / 106.4 / 2.169
clock buffer: 9 / 123.9 / 2.526
No activity file was given, so power comes from the tool's default toggle rates.
